**/design/flow/run.sh**
```bash
#!/bin/bash
# OpenROAD 26Q1-2900-gdf79404cd8, Yosys 0.63+post, stock flow scripts
make -C /OpenROAD-flow-scripts/flow DESIGN_CONFIG=/design/flow/config.mk WORK_HOME=/design/flow/orfs finish
```
**/design/flow/constraint.sdc**
```tcl
current_design crc12

set clk_period 3.3
set clk_io_pct 0.2

create_clock -name clk0 -period $clk_period

set non_clock_inputs [all_inputs -no_clocks]
set_input_delay [expr $clk_period * $clk_io_pct] -clock clk0 $non_clock_inputs
set_output_delay [expr $clk_period * $clk_io_pct] -clock clk0 [all_outputs]
```
**/design/flow/design.v**
```verilog
module crc12(in, out);
    input [31:0] in;
    output [11:0] out;
    assign out[0] = in[2] ^ in[4] ^ in[5] ^ in[8] ^ in[9] ^ in[11] ^ in[14] ^ in[15] ^ in[17] ^ in[19] ^ in[20] ^ in[25] ^ in[27] ^ in[28] ^ in[29];
    assign out[1] = in[0] ^ in[3] ^ in[5] ^ in[6] ^ in[9] ^ in[10] ^ in[12] ^ in[15] ^ in[16] ^ in[18] ^ in[20] ^ in[21] ^ in[26] ^ in[28] ^ in[29] ^ in[30];
    assign out[2] = in[0] ^ in[1] ^ in[4] ^ in[6] ^ in[7] ^ in[10] ^ in[11] ^ in[13] ^ in[16] ^ in[17] ^ in[19] ^ in[21] ^ in[22] ^ in[27] ^ in[29] ^ in[30] ^ in[31];
    assign out[3] = in[1] ^ in[4] ^ in[7] ^ in[9] ^ in[12] ^ in[15] ^ in[18] ^ in[19] ^ in[22] ^ in[23] ^ in[25] ^ in[27] ^ in[29] ^ in[30] ^ in[31];
    assign out[4] = in[4] ^ in[9] ^ in[10] ^ in[11] ^ in[13] ^ in[14] ^ in[15] ^ in[16] ^ in[17] ^ in[23] ^ in[24] ^ in[25] ^ in[26] ^ in[27] ^ in[29] ^ in[30] ^ in[31];
    assign out[5] = in[2] ^ in[4] ^ in[8] ^ in[9] ^ in[10] ^ in[12] ^ in[16] ^ in[18] ^ in[19] ^ in[20] ^ in[24] ^ in[26] ^ in[29] ^ in[30] ^ in[31];
    assign out[6] = in[0] ^ in[2] ^ in[3] ^ in[4] ^ in[8] ^ in[10] ^ in[13] ^ in[14] ^ in[15] ^ in[21] ^ in[28] ^ in[29] ^ in[30] ^ in[31];
    assign out[7] = in[1] ^ in[2] ^ in[3] ^ in[8] ^ in[16] ^ in[17] ^ in[19] ^ in[20] ^ in[22] ^ in[25] ^ in[27] ^ in[28] ^ in[30] ^ in[31];
    assign out[8] = in[0] ^ in[3] ^ in[5] ^ in[8] ^ in[11] ^ in[14] ^ in[15] ^ in[18] ^ in[19] ^ in[21] ^ in[23] ^ in[25] ^ in[26] ^ in[27] ^ in[31];
    assign out[9] = in[1] ^ in[2] ^ in[5] ^ in[6] ^ in[8] ^ in[11] ^ in[12] ^ in[14] ^ in[16] ^ in[17] ^ in[22] ^ in[24] ^ in[25] ^ in[26] ^ in[29];
    assign out[10] = in[0] ^ in[2] ^ in[3] ^ in[6] ^ in[7] ^ in[9] ^ in[12] ^ in[13] ^ in[15] ^ in[17] ^ in[18] ^ in[23] ^ in[25] ^ in[26] ^ in[27] ^ in[30];
    assign out[11] = in[1] ^ in[3] ^ in[4] ^ in[7] ^ in[8] ^ in[10] ^ in[13] ^ in[14] ^ in[16] ^ in[18] ^ in[19] ^ in[24] ^ in[26] ^ in[27] ^ in[28] ^ in[31];
endmodule
```
**/design/flow/config.mk**
```make
export PLATFORM = sky130hd
export DESIGN_NAME = crc12
export DESIGN_NICKNAME = crc12
export VERILOG_FILES = /design/flow/design.v
export SDC_FILE = /design/flow/constraint.sdc
export NUM_CORES = 4
export LEC_CHECK = 1
export CORE_UTILIZATION = 30
```
==> PnR_summary.wiki <==
== Run summary ==
{| class="wikitable"
! Metric !! Value
|-
| Residual antenna-violating net count after detailed routing || 0
|-
| Final GP Congestion || 0.756
|-
| Final core area utilization || 58.5%
|-
| Count of cells along the worst hold path || 5
|-
| Seq. cell area || 0 sq um
|-
| Number of pins exceeding their max-slew limit in the final report || 0
|-
| Number of max-cap violations || 0
|-
| Via count of the first global-routing pass || 773
|-
| Top Ports || 44
|-
| Number of buffers inserted by port buffering || 44
|-
| Largest net degree at the start of global routing || 5
|-
| Worst slew margin relative to its limit || 76.1%
|-
| Dpl cells || 189
|-
| Finish-stage setup viols || 0
|-
| Clock buffer count || 0
|-
| Via-to-Cell Ratio || 3.98
|-
| Post-route non-filler standard cell count || 191
|-
| Classification of the worst-slack hold path || input port to output port
|-
| Setup WS post-layout || 102 ps
|-
| Total cell area reported by yosys after synthesis || 895 sq um
|-
| Number of inserted diodes || 0
|-
| Die Y || 56.6 microns
|-
| Worst Setup Path Type || input port to output port
|-
| Yosys warning total || 0
|-
| Hold_sp || in[24]
|-
| Wire length of the first global-routing pass || 3350 microns
|-
| Filler cell count || 239
|-
| Layout-stage area growth over the synthesis result || 82.0%
|-
| Overall die area || 0.00320 sq mm
|-
| Crit path required time || 2640 ps
|-
| Overall Global Routing Usage || 13.6%
|-
| DRC || 0
|-
| HPWL after DPL || 1930 microns
|-
| Highest achievable clock rate || 313 MHz
|-
| Final period demand of the worst path || 3200 ps
|-
| Hold worst-path end || out[9]
|-
| Worst supply voltage drop on vdd || 0.000348 V
|-
| Layout cell share with drive strength beyond 1 || 22.5%
|-
| Final clock period utilization by the worst path || 96.9%
|-
| X dimension of the die || 56.6 microns
|-
| Maximum fanout count along the critical path || 2
|-
| Status || finished clean
|-
| Cell count in the Yosys report || 94
|-
| Total number of sequential cells || 0
|-
| Critical Path End Type || output port
|-
| Vias post-DR || 761
|-
| Total power || 657 uW
|-
| Synthesized cell area || 895 sq um
|-
| Number of antenna violations at the first check in global routing || 0
|-
| Startpoint type of the worst setup path || input port
|-
| OpenROAD warning count || 32
|-
| Area of the multi-input gates || 970 sq um
|-
| Average footprint of a synthesized cell || 9.52 sq um
|-
| WL per Instance || 11.0 microns
|-
| Detailed router's first-iteration violation count || 6
|-
| Fp util || 32.2%
|-
| Synthesized instance count || 94
|-
| Number of cell rows || 19
|-
| Data arrival, critical path || 2540 ps
|-
| Length of the first detailed-routing pass in iterations || 2
|-
| Slew at the pin closest to its max-slew limit || 355 ps
|-
| Overall overflow remaining after global route || 0
|-
| Area of the placeable core || 0.00278 sq mm
|-
| Count of final hold-check violations || 0
|-
| Setup Slack @ Placement || -60.6 ps
|-
| Synth unique cells || 5
|-
| Total Routed Length || 2100 microns
|-
| Pwr dens || 404 mW/mm^2
|-
| Seq/Total Area, Yosys || 0%
|-
| Leak Pwr || 0.670 nW
|}
-- area by class of cell --
| class | instances | area share [%] |
|---|---|---|
| timing repair buffer | 66 | 38.0 |
| tap | 31 | 2.38 |
| multi-input combinational | 94 | 59.6 |
-- synthesized netlist by cell type --
| cell | number | share of area, % |
|---|---|---|
| xnor2_1 | 69 | 68 |
| xor2_1 | 18 | 18 |
| xnor3_1 | 3 | 7.6 |
| xnor2_2 | 2 | 3.6 |
| xor2_2 | 2 | 3.6 |
-- repair_timing --
action | in CTS | in global routing
buffers inserted | 0 | 2
gates resized | 4 | 13
pin swaps | 1 | 7
hold buffers | 0 | 0
setup endpoints to repair | 3 | 9
-- worst max-delay path, stage by stage --
cell and delay, ps:
clkdlybuf4s50_1 460, xnor2_1 350, xnor2_1 140, xnor2_1 290, xnor2_1 160, clkdlybuf4s50_1 480
-- power by group --
part	internal [mW]	leakage, nW	switching, mW
combinational	0.459	0.670	0.199
sequential	0	0	0
clock	0	0	0
total	0.459	0.670	0.199
-- per-layer routing --
metal / vias to the layer above / part of all wire [%] / track usage [%]
met2: 28 / 50 / 24.9
met4: 0 / 0 / 0
met1: 317 / 45 / 19.2
met3: 0 / 4.8 / 0.466
met5: - / 0 / 0
li1: 416 / - / -
-- stage by stage --
step,hold slack (ps),instance area [sq um],TNS (ps)
detailed placement,2560,1520,-60.6
CTS,2580,1550,0
global placement,2570,1520,-40.0
finish,2310,1630,0
floorplan,1580,895,0
global route,2370,1630,-28.0
-- logic make-up after synthesis --
group / Yosys count / synth area share (%)
xor+xnor: 94 / 100
-- worst max-delay path by stage --
stage	to	start	slack [ps]	depth (start not counted)
4_1_cts	out[4]	in[9]	6	6
5_1_grt	out[11]	in[4]	-30	7
6_report	out[10]	in[3]	100	6
-- layout by cell type, fill, tap and decap left out --
master,count
dlymetal6s2s_1,6
clkdlybuf4s50_1,37
buf_4,22
xor2_1,15
dlygate4sd2_1,1
xnor3_1,3
xnor2_1,62
xor2_2,5
xnor2_2,9
Power is estimated from default activity; no workload was simulated.
